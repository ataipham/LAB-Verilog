==> /design/flow/design.v <==
`timescale 1ns / 1ps
module Synchro_FIFO #(parameter DEPTH=8, DWIDTH=16)
(
input rstn,
      wr_clk,
      rd_clk,
      wr_en,
      rd_en,
  input      [DWIDTH - 1:0] din,
  output reg [DWIDTH - 1:0] dout,
  output                    empty,
                             full
  );
  reg [$clog2(DEPTH)-1:0]  wptr;
  reg [$clog2(DEPTH)-1:0]  rptr;
reg [DWIDTH-1:0]    fifo [0:DEPTH-1];
always @(posedge wr_clk)
     begin
    if (!rstn)
         begin
    wptr <= 0;
         end 
    else 
        begin
    if(wr_en & !full) 
            begin 
    fifo[wptr] <= din;
    wptr <= wptr + 1;
            end
        end
    end
 initial 
  begin 
  $monitor ("[%0t] [FIFO] wr_en=%0b din=0x%0h rd_en=%0b dout= 0x%0h empty = %0b full =%0b",
  $time , wr_en ,din, rd_en, dout, empty, full);
  end 
  always @(posedge rd_clk) 
    begin
  if(!rstn) 
        begin
  rptr <= 0; 
        end 
   else 
        begin 
            if(rd_en & !empty) 
             begin 
                dout <= fifo[rptr];
                rptr <= rptr + 1 ;
             end
        end 
    end
assign full = (wptr+1) == rptr;
assign empty = wptr == rptr;
endmodule
==> /design/flow/run.sh <==
#!/bin/bash
# OpenROAD 26Q1-2900-gdf79404cd8, Yosys 0.63+post, stock flow scripts
make -C /OpenROAD-flow-scripts/flow DESIGN_CONFIG=/design/flow/config.mk WORK_HOME=/design/flow/orfs finish
==> /design/flow/config.mk <==
export PLATFORM = sky130hd
export DESIGN_NAME = Synchro_FIFO
export DESIGN_NICKNAME = Synchro_FIFO
export VERILOG_FILES = /design/flow/design.v
export SDC_FILE = /design/flow/constraint.sdc
export NUM_CORES = 4
export LEC_CHECK = 1
export CORE_UTILIZATION = 30
==> /design/flow/constraint.sdc <==
current_design Synchro_FIFO

set clk_period 3.5
set clk_io_pct 0.2

create_clock -name clk0 -period $clk_period [get_ports {rd_clk}]
create_clock -name clk1 -period $clk_period [get_ports {wr_clk}]

set non_clock_inputs [all_inputs -no_clocks]
set_input_delay [expr $clk_period * $clk_io_pct] -clock clk0 $non_clock_inputs
set_output_delay [expr $clk_period * $clk_io_pct] -clock clk0 [all_outputs]
==> flow_summary_export.csv <==
group,metric,value,unit
outcome,outcome,"complete, no violations",
die,dieArea,19900,µm²
setup_path,worstPathArrival,2300,ps
final_timing,slew_headroom,51.58,%
setup_path,crit_path_max_incr_delay,500,ps
setup_path,crit_top_cell,"xor2_1",
global_routing,grt_overflow,0,
hold_path,worstHoldPathType,"flop to flop",
placement,globalplace.congestion,0.8010,
die,die_h,141.1,µm
setup_path,crit_required,2800,ps
routing,routed_via_density,4.514,
setup_path,crit_path_start_kind,"flop",
clock_tree,postCtsSetupRepairBufs,0,
clock_tree,cts_hold_buf,0,
yosys,top_area_share,74.55,%
placement,dp_hpwl,6152,µm
routing,drt-initial-drc-count,212,
setup_path,path_buffers,1,
routing,drt_drc_violations_left,0,
setup_path,cpLargestDelayFamily,"flip-flops",
routing,dr.pass1.iters,4,
die,row_count,50,
layout,drive_above_1_share,27.86,%
die,io_pins,39,
layout,lay_top_count,"edfxtp_1",
job,cap_violations,0,
setup_path,path_cells,"ha_1 -> xor2_1 -> xor2_1 -> nor3_1 -> clkdlybuf4s50_1",
final_timing,setup-violations-final,0,
yosys,avgSynthCellArea,21.81,µm²
routing,num_antenna_cells,0,
global_routing,grt.total_usage,12.25,%
routing,wl_met1,4067,µm
global_routing,grt_max_degree,34,
clock_tree,clock_sinks,150,
yosys,top_cells_by_area,"edfxtp_1 (75%), mux4_2 (8.9%), mux4_1 (4.1%), mux2_2 (3.1%), dfxtp_1 (2.1%)",
global_routing,grt_pass1_wl,16860,µm
yosys,ff_type,"edfxtp_1",
yosys,synth-edff-count,144,
layout,syn_to_final_growth,25.43,%
setup_path,endpoint_kind,"primary output",
final_timing,setup_tns,0,ps
yosys,synth-seq-cells,150,
yosys,syn-cell-area,5801,µm²
clock_tree,cts_resized,0,
yosys,yosysUniqueCellTypes,30,
yosys,ys_cells,266,
final_timing,finalMaxSlewViolations,0,
clock_tree,cts_tree,"done",
setup_path,critPathSlowestCell,"dfxtp_1",
power,finalPower,5.194,mW
routing,routed-wl-met3,1207,µm
final_timing,skew,10.71,ps
routing,highest_layer,"met4",
final_timing,hold_violations,0,
final_timing,rsz0062_at_grt,"no",
routing,routedWlPerCell,17.77,µm
layout,lay_top_cells,"edfxtp_1 (144), clkdlybuf4s50_1 (37), mux4_2 (23)",
die,core,18830,µm²
final_timing,tightestPinTransition,720.7,ps
power,power_density,713.9,nW/µm²
routing,num_vias,2713,
routing,routed_wl,10680,µm
yosys,yosys.area.top_type,"edfxtp_1",
clock_tree,cts.clk_slew.worst_paths,60,ps
setup_path,cp_max_fo,8,
setup_path,criticalPathCategory,"flop to primary output",
global_routing,grt_pass1_vias,3137,
yosys,synth_async_sr_flop_share,0,%
global_routing,antenna_found_initial,0,
yosys,ys_chip_area,5801,µm²
routing,detail-route-antenna-nets,0,
yosys,yosysWarnings,2,
placement,io_buffers,37,
power,ir_drop,0.0003150,V
die,die_w,141.1,µm
routing,wl_met2,5181,µm
die,initCoreUtil,30.80,%
yosys,yosysSeqAreaShare,76.62,%
power,power.static_leakage,2.325,nW
job,tool_warnings,26,
yosys,syn_inst,266,
final timing paths:
kind                  from           to  slack [ps]  cells after the start
max in group clk1  wptr[1]  fifo[0][12]        1160                      5
min reg2reg        wptr[0]      wptr[0]         560                      2
min in group clk0  rptr[0]      rptr[1]         720                      3
min                wptr[0]      wptr[0]         560                      2
max reg2reg        wptr[1]  fifo[0][12]        1160                      5
max                wptr[1]         full         500                      5
tightest hold or removal path, stage by stage (launching register included):
cell and delay [ps]:
dfxtp_1 370, nand2_1 80, mux2i_1 60
cell usage after synthesis, drive strengths merged, types with 3 or more instances:
master	number
nand2	8
nor2	5
edfxtp	144
xor2	7
dfxtp	6
buf	9
nand3	3
o21ai	3
mux4	32
nor3	8
inv	5
mux2	16
clkbuf	3
final cells by class:
cell class | instances | area, µm²
Inverter | 5 | 18.77
Fill cell | 1669 | 11550
Clock inverter | 13 | 207.7
Clock buffer | 23 | 511.7
Sequential cell | 150 | 4446
Multi-Input combinational cell | 99 | 1291
Timing Repair Buffer | 51 | 475.5
Tap cell | 260 | 325.3
state kept, by name, summed over array words and instances (netlist names):
name / count
dout: 16
fifo: 128
rptr: 3
wptr: 3
routing by layer:
| layer | up-vias | GRT usage, % |
|---|---|---|
| met5 | - | 0 |
| met4 | 0 | 2.460 |
| met3 | 14 | 7.543 |
| met2 | 137 | 18.64 |
| met1 | 1338 | 15.60 |
| li1 | 1224 | - |
power by group:
part	total, mW	switching [mW]	internal [mW]	leakage [nW]
registers	2.18	0.0572	2.12	1.35
logic	0.866	0.393	0.473	0.624
clock network	2.15	0.726	1.42	0.351
cell families after synthesis:
family / count (synthesis) / synth area share (%)
buffers and inverters: 17 / 1.682
multiplexers: 50 / 16.46
AND/OR/NAND/NOR: 31 / 2.632
XOR/XNOR: 7 / 1.057
AND-OR/OR-AND: 9 / 1.122
flip-flops: 150 / 76.62
adder cells (fa/ha/maj): 2 / 0.4313
per-stage QoR:
step	setup slack [ps]	cells	cell area [µm²]	util [%]	hold WS [ps]
after floorplan	264.1	266	5801	-	503.5
after global placement	991.4	565	6556	34.82	530.9
after detailed placement	968.5	565	6556	34.82	547.0
after CTS	516.3	601	7276	38.64	559.4
after global routing	417.2	601	7276	38.64	588.2
final	503.2	601	7276	38.64	556.3
No activity file was given, so power comes from the tool's default toggle rates.
